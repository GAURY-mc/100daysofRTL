$ cat /design/flow/run.sh
#!/bin/bash
# OpenROAD 26Q1-2900-gdf79404cd8, Yosys 0.63+post, stock flow scripts
make -C /OpenROAD-flow-scripts/flow DESIGN_CONFIG=/design/flow/config.mk WORK_HOME=/design/flow/orfs finish
$ cat /design/flow/config.mk
export PLATFORM = sky130hd
export DESIGN_NAME = ring_counter
export DESIGN_NICKNAME = ring_counter
export VERILOG_FILES = /design/flow/design.v
export SDC_FILE = /design/flow/constraint.sdc
export NUM_CORES = 4
export LEC_CHECK = 1
export CORE_AREA = 10 10 70 70
export DIE_AREA = 0 0 80 80
$ cat /design/flow/constraint.sdc
current_design ring_counter

set clk_period 1.0
set clk_io_pct 0.2

create_clock -name clk0 -period $clk_period [get_ports {clk}]

set non_clock_inputs [all_inputs -no_clocks]
set_input_delay [expr $clk_period * $clk_io_pct] -clock clk0 $non_clock_inputs
set_output_delay [expr $clk_period * $clk_io_pct] -clock clk0 [all_outputs]
$ cat /design/flow/design.v
module ring_counter (clk,init,count);
 input clk,init;
 output reg [7:0] count;
 always @ (posedge clk)
  begin if (init) count = 8'b10000000;
  else
   count = {count [6:0],count[7]};
 end 
endmodule
==> results.txt <==
Notes on the flow outputs.

- The flow ran to the end, and the final reports show no timing, DRC or antenna violations.
- The cell depth of the worst flop-to-flop path is 2.
- The area growth from synthesis to layout reads 82.1%.
- The endpoint type of the worst setup path reads a primary output.
- The final antenna-violating net count reads 0.
- After synthesis the cells add up to 210 um^2.
- The final instance count without filler cells is 76.
- The count of cell types in the netlist is 3.
- Detailed placement reports a standard cell area of 365 um^2.
- The largest net degree at the start of global routing reads 7.
- The highest net fanout along the worst path reads 2.
- The tightest hold margin is 0.431 ns.
- The final clock skew reads 0.00587 ns.
- The synthesis report lists the Yosys warning total as 1.
- In this run the tightest slew margin relative to its limit is 84.6%.
- The mean area per synthesized cell reads 13.1 um^2.
- Pins over their slew limit in the final report were tallied at 0.
- The clock net in this run drives a total of 8 sinks.
- Yosys attributes the largest share of cell area to dfxtp_1 76%, nor2b_1 21%, or2_1 3.0%.
- The STA report counts the stages on the worst setup path as 1.
- The final number of setup-violating endpoints is 0.
- The startpoint type of the worst setup path reads a flop.
- Setup slack on the worst reg-to-reg path comes out at 0.33 ns.
- The root buffer cell chosen for the clock tree is clkbuf_4.
- Counting the fill cells in the layout gives 405.
- The source of the critical timing path is count[4].
- The floorplan core density reads 6.15%.
- The final weighted congestion of routability-driven global placement reads 0.733.
- The timing report gives the biggest stage delay along the critical path as 0.32 ns.
- Setup slack closes at 0.0601 ns.
- The power density over the cells is 1580 nW/um^2.
- The via count of the first global-routing pass is 157.
- The script parses the final routing iteration and logs DRC violations as 0.
- The end of the worst register-to-register path reads count[3].
- The report gives the cell count of the worst hold path as 1.
- The routed layout has 147 vias.
- In the final routed layout, each cell accounts on average for 7.07 um.
- The share of Yosys cell area claimed by the top area cell type reads 76.2%.
- The insertion delay at the late pin of the worst-skew pair is 0.25 ns.
- The count of port buffers added during placement is 9.
- The final timing summary puts the cycle share of the worst path at 94.0%.
- Timing analysis after detailed placement gives a worst setup slack of -0.104 ns.
- The synthesized netlist was found by Yosys to have 16 cells.
- The flip-flop count of the largest register, all copies and words added is 8.
- The number of maximum-capacitance constraint violations is 0.
- The core footprint is 3420 um^2.
- The diode insertion count for antenna repair reads 0.
- The floorplan has 21 rows.
- The worst supply voltage drop on vdd reads 0.000627 V.
- Of the cells placed in the final design, the portion with a size suffix greater than 1 is 50.0%.
- The maximum achievable frequency is 1.06 GHz.
- The pre-antenna-repair detailed-routing pass consisted of 2 iterations.
- The average via count per standard cell reads 1.93.
- Counting tap cells, the placed design contains a total of 72 instances.
- In this run the count of I/O pins placed on the die edge is 10.
- The leakage power figure is 0.150 nW.
- The clock-pin slew on the worst setup and hold paths is 0.06 ns.
- The area fraction in and, or, nand and nor cells reads 23.8%.
- The most critical setup path has its endpoint at count[4].
- The horizontal die dimension is 80 um.
- The total CTS buffers reads 3.
- In the final timing run, aggregate negative setup slack is 0 ns.
- The classification of the worst-slack hold path is reg -> reg.
- The timing report shows that the slowest cell on the worst path is dfxtp_2.
- The violation tally from detailed-route iteration zero reads 4.
- The overall routed net length reads 537 um.
- The number of warnings the tools reported reads 25.
- The buffer depth of the longest clock path is 2.
- Counting both buffers and inverters, the worst setup path holds a total of 1.
- The final tally of hold violations is 0.
- The area of the die reads 6400 um^2.
- The final critical delay including setup and external delays is 0.940 ns.
- The overall fraction of global-route tracks in use reads 1.84%.
- The multiplexer share of the synthesized area reads 0%.
- In this run the critical path is formed by clkdlybuf4s15_1.
- The compound-gate portion of the synthesized area is 0%.
- Per the synthesis report, the dominant area consumer among library cells is dfxtp_1.
- The TritonCTS clock tree reads done.
- The first-pass GRT wire length is 814 um.
- The data required time at the worst endpoint reads 0.80 ns.
- Setup repair after global routing left no endpoint under its margin.
- The critical path is of the reg -> out type.
- The register area share after synthesis is 76.2%.
- The startpoint of the worst register-to-register path reads count[2].
- The post-synthesis xor/xnor area fraction reads 0%.
- The maximum level of the CTS H-tree is 1.
- At the pin with the least slew margin, the transition time is 0.230 ns.
- For this run, the chip area from Yosys synthesis comes to 210 um^2.
- The post-synthesis register bit count is 8.
- Synthesis produced a netlist whose cell count is 16.
- The total overflow left after global routing is 0.
- The largest family of logic cells by area reads simple AND/OR/NAND/NOR gates.
- The initial antenna violation count was 0.
- The area fraction in full adders, half adders and majority gates reads 0%.
- The final report gives the standard cell area, fillers excluded, as 383 um^2.
- The origin of the worst min-delay path reads count[6].
- The vertical die dimension is 80 um.
- The family with the most delay on the worst path reads flip-flops.
- The signal arrival time at the worst endpoint is 0.74 ns.
- The total of hold buffers inserted after clock tree synthesis reads 0.
==> per-layer routing <==
metal  global-route usage (%)  part of all wire [%]  vias up
li1                         -                     -       78
met1                     2.08                    58       60
met2                     1.28                    20        9
met3                     3.41                    22        0
met4                    0.352                     0        0
met5                        0                     0        -
==> cells in the mapped netlist <==
cell     count
dfxtp_1      8
or2_1        1
nor2b_1      7
==> placed cells by master, fill, tap and decap left out <==
cell	n
buf_4	2
clkbuf_2	4
clkbuf_4	3
clkdlybuf4s15_1	4
clkdlybuf4s50_1	1
dfxtp_1	2
dfxtp_2	6
nor2b_1	7
or2_1	1
==> per-stage QoR <==
step,utilization [%],total power [W]
finish,11.2,0.000605
global route,11.2,0.000652
CTS,11.8,0.000619
detailed placement,10.7,0.000370
global placement,10.7,0.000369
floorplan,-,0.000341
==> worst min path at each step <==
stage,slack [ns],to
CTS,0.43,count[7]
finish,0.43,count[7]
global route,0.45,count[7]
==> what timing repair did <==
action                     in CTS  in global routing
gates resized                  21                  5
setup endpoints to repair       8                  5
setup buffers                   1                  0
==> logic make-up after synthesis <==
kind of cell / after synthesis
flip-flops: 8
AND/OR/NAND/NOR: 8
==> power by group <==
| part | switching (W) | total, W | internal [W] |
|---|---|---|---|
| combinational | 0.00000873 | 0.0000280 | 0.0000192 |
| clock | 0.000107 | 0.000244 | 0.000137 |
| sequential | 0.00000374 | 0.000333 | 0.000329 |
==> cell type report <==
class,count,area [um^2],share of cell area [%]
flip-flops and latches,8,168,43.8
repair buffers,11,85.1,22.2
well taps,46,57.6,15.0
multi-input cells,8,50.0,13.1
clock buffers,3,22.5,5.88
==> worst register-to-register path, cell delays in order, from the launching register on <==
cell and delay, ns:
dfxtp_2 0.31, buf_4 0.12, nor2b_1 0.12
Power and IR drop assume default switching activity.
