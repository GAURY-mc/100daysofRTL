==> /design/flow/design.v <==
module counter (mode,clr,ld,d_in,clk,count);
  input mode,clr,ld,clk;
  input [0:7] d_in;
  output reg [0:7] count;
  always @ (posedge clk)
   if (ld) count <= d_in;
   else if (clr) count <=0;
   else if (mode) count <=count + 1;
   else count <= count - 1;
endmodule
==> /design/flow/run.sh <==
#!/bin/bash
# OpenROAD 26Q1-2900-gdf79404cd8, Yosys 0.63+post, stock flow scripts
make -C /OpenROAD-flow-scripts/flow DESIGN_CONFIG=/design/flow/config.mk WORK_HOME=/design/flow/orfs finish
==> /design/flow/config.mk <==
export PLATFORM = sky130hd
export DESIGN_NAME = counter
export DESIGN_NICKNAME = counter
export VERILOG_FILES = /design/flow/design.v
export SDC_FILE = /design/flow/constraint.sdc
export NUM_CORES = 4
export LEC_CHECK = 1
export CORE_AREA = 10 10 77 77
export DIE_AREA = 0 0 87 87
==> /design/flow/constraint.sdc <==
current_design counter

set clk_period 2.2
set clk_io_pct 0.2

create_clock -name clk0 -period $clk_period [get_ports {clk}]

set non_clock_inputs [all_inputs -no_clocks]
set_input_delay [expr $clk_period * $clk_io_pct] -clock clk0 $non_clock_inputs
set_output_delay [expr $clk_period * $clk_io_pct] -clock clk0 [all_outputs]
==> results_slide.txt <==
Physical Implementation Snapshot

Synthesis
  – # Cells Yosys: approximately 58
  – Synthesis area per yosys: 534 sq um
  – Post-Syn Area per Cell: 9.21 sq um
  – Synthesized area: 534 sq um
  – Yosys cell types: 28
  – Top cell type by total area after synthesis: dfxtp_1
  – Area leader share: 30.0%
  – Register share after synthesis: 30.0%
  – Synthesis Warnings: 1
  – Synthesis-stage register bit count: 8
  – Post-synthesis cell count: around 58
  – Largest cells by area: dfxtp_1 (30%), ha_1 (14%), a21o_1 (4.2%), a32o_1 (3.7%), fa_1 (3.7%)

Clock network
  – CTS Hold Bufs: 0
  – Clock tree buffer depth: 2
  – Late-Pin Clk Latency: 230 ps
  – Reg clk slew, reported paths: roughly 50 ps
  – Clock Root Buffer: clkbuf_8
  – Sink Count: 8
  – CTS tree: yes
  – H-tree depth: 1
  – CTS Buf Count: 3

Timing
  – Post-route minimum period: 2090 ps
  – Clock Skew: 3.74 ps
  – Max-slew violations: 0
  – Hold violation count in the final report: 0
  – Setup TNS: 0 ps
  – Slew @ Worst Pin: 381 ps
  – Slew HR: 74.5%
  – Endpoints failing setup: 0
  – Final Cycle Share: 95.2%
  – PnR worst setup slack: between 100 and 150 ps
  – Achievable frequency: ~0.48 GHz

Power and ir drop
  – Tot Pwr: 0.580 mW
  – Peak supply drop: 0.206 mV
  – Leak pwr: 0.356 nW
  – PwrDens: 634 nW/um^2

Worst hold path
  – Hold_sp: count[7]
  – Hold depth: 2
  – HP Class: reg2reg
  – Hold path endpoint: count[7]

Layout
  – Register Area: 160 sq um
  – Final instance area: between 900 and 1000 sq um
  – Largest registers: count x8
  – Max reg flops: 8
  – MI comb area: 400 sq um
  – Area Overhead vs Synth: 71.0%
  – Layout cells sized above 1: around 20%
  – Filler instances: around 450
  – Top reg by flops: count
  – Fin cells: 137

Die
  – Core area: roughly 4400 sq um
  – FP Util: 12.3%
  – Die ar.: 7570 sq um
  – Boundary Pins: 20
  – Die extent in y: just under 90 um
  – Rows: 24
  – Chip width: 87 um

Drt
  – Pre-antenna DRT Iters: 4
  – WL final: 1.68 mm
  – Ant. Diodes: 0
  – DR vias: approximately 540
  – Routed length per instance: roughly 12 um
  – DRC viols: 0
  – DRT iter0 DRCs: 10
  – Vias per cell: 3.93
  – Antenna-violating nets left: 0

Global route
  – Pin count of the biggest net entering global routing: 8
  – Vias in the first global route: 589
  – Grt ovf: 0
  – First-pass GRT wire length: between 2 and 3 mm
  – Tot GR Track Use: 4.57%
  – Initial antenna violation count: 0

Worst setup path
  – Worst r2r path cells: 7
  – Buf/Inv on CP: 2
  – Worst path cell trace: clkdlybuf4s50_1, inv_2, ha_4, a211oi_2, nor3_1, o21ai_1, nand3_1, a32o_1
  – CP startpoint kind: input pin
  – RR Startpoint: count[7]
  – Setup Crit Path Kind: in2reg
  – Delay-heaviest family, CP: AND-OR/OR-AND gates
  – Slowest cell delay on critical path: roughly 500 ps
  – Worst Path Arrival: 2210 ps
  – Worst Path Max Fanout: 5
  – Register-to-register setup slack: 510 ps
  – Required time worst endpoint: 2320 ps
  – CP Capture Type: register
  – Slowest-stage cell, CP: clkdlybuf4s50_1
  – FF-to-FF End: count[1]

Job
  – Count of tool warnings: 25
  – Maxcap violations: 0

Placement
  – Dpl ws: -186 ps
  – Dpl cell area: 831 sq um
  – Routability-driven placement congestion ratio: about 0.96
  – # port buffers: 19
  – Placed insts: roughly 130

Run status
  – Status: completed
## layer usage
metal	track usage (%)	up-vias	share of wire, %
met4	0.884	0	1.1
met2	7.53	12	46
met5	0	-	0
met3	1.79	2	7.0
met1	5.52	248	46
li1	-	277	-
## kinds of logic (layout without fill, tap and decap cells)
kind of cell,count (synthesis),after routing,share of synthesized area (%)
adders and majority gates,7,7,17.8
and+or+nand+nor,14,14,13.6
buffers and inverters,4,31,2.81
DFF,8,8,30.0
xor gates and xnor gates,3,3,4.92
AOI/OAI and AO/OA,22,22,30.9
## placed cells by master, fill, tap and decap left out
cell type,count
a211oi_1,1
a211oi_2,1
a21o_1,3
a21oi_1,1
a21oi_2,1
a22o_1,2
a31oi_1,1
a32o_1,2
buf_4,6
clkbuf_8,3
clkdlybuf4s50_1,19
dfxtp_1,8
fa_1,1
ha_1,3
ha_4,3
inv_1,2
inv_2,1
nand2_1,5
nand2b_1,1
nand3_1,1
nor2_1,3
nor2b_1,1
nor2b_4,1
nor3_1,1
o21ai_0,1
o21ai_1,3
o21ai_2,1
o21bai_1,1
o31ai_1,2
o41ai_1,2
or3_1,1
xnor2_1,2
xor2_1,1
## worst register-to-register path, stage by stage, from the launching register on
cell and delay [ps]:
dfxtp_1 380, inv_1 90, fa_1 460, nor2b_4 150, o21ai_2 70, a21oi_2 120, o21ai_0 80, a32o_1 220
## worst max-delay path by stage
stage         start  slack [ps]        to  cells after the start
CTS            mode          30  count[1]                      8
global route   mode          -2  count[0]                      8
finish         mode         110  count[0]                      8
## synthesized netlist by cell type (all sizes together)
master / n
o41ai: 2
nor2b: 2
a32o: 2
or3: 1
xor2: 1
fa: 1
nor3: 1
o21ai: 5
xnor2: 2
nand3: 1
nand2b: 1
a21o: 3
o21bai: 1
nand2: 5
a31oi: 1
a211oi: 2
a22o: 2
inv: 3
ha: 6
o31ai: 2
clkbuf: 1
nor2: 3
dfxtp: 8
a21oi: 2
## power by group
group	leakage (nW)	internal, mW	switching [mW]
clock	0.0216	0.119	0.0611
combinational	0.268	0.134	0.0876
sequential	0.0672	0.163	0.0149
total	0.356	0.416	0.163
## what timing repair did
| action | 4_1_cts | 5_1_grt |
|---|---|---|
| resized | 0 | 6 |
| hold endpoints to repair | 0 | 0 |
| setup buffers | 0 | 0 |
| setup endpoints to repair | 0 | 3 |
## area by class of cell
cell class	count	share of cell area, %
Clock buffer	3	4.52
Timing Repair Buffer	25	25.8
Tap cell	52	7.12
Multi-Input combinational cell	46	43.8
Sequential cell	8	17.5
Inverter	3	1.23
## metrics by stage
stage,utilization (%),hold WS [ps]
floorplan,-,535
global placement,19.1,593
detailed placement,19.1,592
CTS,20.0,603
global route,21.0,655
finish,21.0,591
Power and IR drop assume default switching activity.
