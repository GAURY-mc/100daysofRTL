==> flow/design.v <==
module parallel_adder (sum,cout,in1,in2,cin);
  input [7:0] in1,in2;
  input cin;
  output [7:0] sum;
  output cout;
  assign #20 {cout,sum}=in1+in2+cin;
endmodule
==> flow/run.sh <==
#!/bin/bash
# OpenROAD 26Q1-2900-gdf79404cd8, Yosys 0.63+post, stock flow scripts
make -C /OpenROAD-flow-scripts/flow DESIGN_CONFIG=/design/flow/config.mk WORK_HOME=/design/flow/orfs finish
==> flow/config.mk <==
export PLATFORM = sky130hd
export DESIGN_NAME = parallel_adder
export DESIGN_NICKNAME = parallel_adder
export VERILOG_FILES = /design/flow/design.v
export SDC_FILE = /design/flow/constraint.sdc
export NUM_CORES = 4
export LEC_CHECK = 1
export CORE_AREA = 10 10 70 70
export DIE_AREA = 0 0 80 80
==> flow/constraint.sdc <==
current_design parallel_adder

set clk_period 4.7
set clk_io_pct 0.2

create_clock -name clk0 -period $clk_period

set non_clock_inputs [all_inputs -no_clocks]
set_input_delay [expr $clk_period * $clk_io_pct] -clock clk0 $non_clock_inputs
set_output_delay [expr $clk_period * $clk_io_pct] -clock clk0 [all_outputs]
==> summary.rpt <==
========================================================================================
Total half-perimeter wirelength after legalization and detailed placement        1.01 mm
Seq/Total Area, Yosys                                                                  0
Fraction of the cycle the final worst path needs                                   0.907
Leakage                                                                         0.258 nW
Buf+Inv Stages, Crit Path                                                              2
Clock network fraction of design power                                                 0
Initial DRC count                                                                      9
Final standard cell area without fillers                                         649 um2
Chip area                                                                    0.00640 mm2
WP data arrival                                                                  3.32 ns
Placement Rows                                                                        21
Global-route wire length before repair                                           1.78 mm
IR Drop Worst-Case VDD                                                       0.0000525 V
Die X-Extent                                                                       80 um
Area Growth Syn to Fin                                                             95.8%
Critical Path Start                                                               in1[0]
Via count of the first global-routing pass                                           399
Critical path startpoint category                                              input pin
Setup CP Type                                                               input pin to primary output
Diodes inserted                                                                        0
Max frequency                                                                    235 MHz
Post-synthesis cell count                                                             42
Number of warning messages in the logs                                                32
Number of input and output port buffers inserted                                      26
Shortest clock period the worst path allows after layout                         4.26 ns
Post-synth area from yosys stat                                                  332 um2
Required time of the critical path                                               3.76 ns
Footprint of the flip-flops and latches                                            0 um2
Hold violation total from the final report                                             0
Remaining routing DRC violations                                                       0
Yosys stat cell total                                                                 42
Switching power share of the total                                                 0.337
Worst path cell trace                                                       clkdlybuf4s50_1 > fa_1 > fa_1 > a21oi_1 > nor2_1 > nor2_1 > xnor2_1 > clkdlybuf4s50_1
Total via count in the routed design                                                 398
Aggregate global-route resource usage                                             0.0328
Pin count of the biggest net entering global routing                                   7
Placed Instance Area                                                             649 um2
Detailed Route WL                                                                1.10 mm
Average cell area after synthesis                                               7.89 um2
Final Setup Violations                                                                 0
Count of buffers added by post-CTS timing repair for setup                             0
Flip-flops                                                                             0
Ports placed on the boundary                                                          26
Number of hold buffers added after cts                                                 0
Setup repair after global routing missed its margin                                false
Fillers                                                                              381
Fraction of layout instances using a drive strength above 1                       0.0147
Delay-heaviest family, CP                                                   buffers and inverters
Sequential Power Share                                                                 0
Post-place setup slack                                                          0.434 ns
Critical path capture point type                                            primary output
Remaining antenna violation count                                                      0
Distinct cell type count of the synthesized netlist                                   20
Area contributors post-synth                                                sky130_fd_sc_hd__ha_1, sky130_fd_sc_hd__fa_1, sky130_fd_sc_hd__a21oi_1, sky130_fd_sc_hd__a311o_1, sky130_fd_sc_hd__xnor2_1
Core box area                                                                0.00342 mm2
Detailed-router iteration count before antenna repair                                  2
Vias/cell                                                                           3.49
Worst Path Max Fanout                                                                  2
Final-layout clock buffer total                                                        0
RD Place Congestion                                                                0.807
Effective utilization at floorplan                                                0.0971
Total design power                                                             0.0828 mW
HP Start                                                                             cin
Run status                                                                  finished, final reports clean
Antenna violations before repair                                                       0
Area leader share                                                                  0.264
Internal power contribution                                                    0.0549 mW
Proportion of power drawn by combinational gates                                   1.000
Cell Count, Final, Fillers Out                                                       114
Maximum capacitance violations                                                         0
Fin. max-slew vios                                                                     0
Power density over the cells                                                  128 mW/mm2
Class of the tightest hold or removal check                                 input pin to primary output
PnR worst setup slack                                                           0.436 ns
Max stage delay cell, worst path                                            sky130_fd_sc_hd__clkdlybuf4s50_1
Cell type with the highest aggregate area in the netlist                    sky130_fd_sc_hd__ha_1
Actual transition at the worst max-transition pin                               0.341 ns
Final-layout setup total negative slack                                             0 ns
Synth Warn #                                                                           0
Final global-route overflow total                                                      0
Sw power                                                                       0.0279 mW
Die y size                                                                         80 um
Placed insts                                                                         114
Max_slew headroom                                                                  0.767
Crit path largest cell delay                                                     0.48 ns
Synthesized cell area                                                            332 um2
Average detailed-routed wire length per instance                                 9.68 um
Cells resized by post-CTS repair                                                       0
========================================================================================
==> layer usage <==
metal	share of wire	GRT usage	up-vias
li1	-	-	214
met4	0	0	0
met2	0.34	0.0457	20
met3	0.14	0.0136	0
met1	0.51	0.0484	164
met5	0	0	-
==> synthesized netlist by cell type <==
cell and n:
sky130_fd_sc_hd__o21bai_1 1, sky130_fd_sc_hd__o21ai_0 1, sky130_fd_sc_hd__a21oi_1 5, sky130_fd_sc_hd__a2111oi_0 1, sky130_fd_sc_hd__nor3_1 2, sky130_fd_sc_hd__nor2_1 2
sky130_fd_sc_hd__nand3_1 2, sky130_fd_sc_hd__inv_1 2, sky130_fd_sc_hd__ha_1 7, sky130_fd_sc_hd__nor2b_1 2, sky130_fd_sc_hd__a221oi_1 1, sky130_fd_sc_hd__a311o_1 2
sky130_fd_sc_hd__a21o_1 2, sky130_fd_sc_hd__nor4_1 1, sky130_fd_sc_hd__fa_1 2, sky130_fd_sc_hd__inv_2 1, sky130_fd_sc_hd__nand2_1 3, sky130_fd_sc_hd__xnor2_1 2
sky130_fd_sc_hd__mux2i_1 1, sky130_fd_sc_hd__xor2_1 2
==> placed cells by master, fill, tap and decap left out <==
cell type | Yosys | routed
sky130_fd_sc_hd__mux2i_1 | 1 | 1
sky130_fd_sc_hd__xor2_1 | 2 | 2
sky130_fd_sc_hd__nor4_1 | 1 | 1
sky130_fd_sc_hd__inv_1 | 2 | 2
sky130_fd_sc_hd__a2111oi_0 | 1 | 1
sky130_fd_sc_hd__inv_2 | 1 | 1
sky130_fd_sc_hd__o21ai_0 | 1 | 1
sky130_fd_sc_hd__a21oi_1 | 5 | 5
sky130_fd_sc_hd__xnor2_1 | 2 | 2
sky130_fd_sc_hd__ha_1 | 7 | 7
sky130_fd_sc_hd__a221oi_1 | 1 | 1
sky130_fd_sc_hd__fa_1 | 2 | 2
sky130_fd_sc_hd__a21o_1 | 2 | 2
sky130_fd_sc_hd__nor2b_1 | 2 | 2
sky130_fd_sc_hd__nor2_1 | 2 | 2
sky130_fd_sc_hd__nor3_1 | 2 | 2
sky130_fd_sc_hd__clkdlybuf4s50_1 | 0 | 26
sky130_fd_sc_hd__a311o_1 | 2 | 2
sky130_fd_sc_hd__nand3_1 | 2 | 2
sky130_fd_sc_hd__o21bai_1 | 1 | 1
sky130_fd_sc_hd__nand2_1 | 3 | 3
==> worst min-delay path, cell delays in order <==
cell	delay, ns
sky130_fd_sc_hd__clkdlybuf4s50_1	0.47
sky130_fd_sc_hd__fa_1	0.15
sky130_fd_sc_hd__clkdlybuf4s50_1	0.46
==> logic make-up after synthesis <==
family / after synthesis / synth area share
compound gates: 13 / 0.272
xor+xnor: 4 / 0.106
fa+ha+maj: 9 / 0.385
buf+inv: 3 / 0.0340
mux: 1 / 0.0302
simple gates: 12 / 0.174
==> final timing paths <==
| path | endpoint | slack [ns] | depth (start not counted) |
|---|---|---|---|
| worst max-delay path | sum[6] | 0.44 | 8 |
| worst min-delay path | sum[0] | 2.96 | 3 |
==> stage by stage <==
step / hold slack [ns] / util
floorplan: 1.98 / -
global placement: 2.97 / 0.190
detailed placement: 2.97 / 0.190
CTS: 2.97 / 0.190
global route: 3.01 / 0.190
finish: 2.96 / 0.190
==> cell type report <==
class,count,area (um2),area share
Inverter,3,11.3,0.0173
Timing Repair Buffer,26,260,0.401
Tap cell,46,57.6,0.0886
Multi-Input combinational cell,39,320,0.493
==> power groups by stage <==
stage	Clock (mW)	Combinational [mW]	Sequential (mW)
CTS	0	0.0847	0
global route	0	0.0932	0
finish	0	0.0828	0
Power figures rest on the tool's default switching activity, not on a simulated workload.
